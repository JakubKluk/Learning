<file path="./run.sh">
#!/bin/bash
# OpenROAD 26Q1-2900-gdf79404cd8, Yosys 0.63+post, stock flow scripts
make -C /OpenROAD-flow-scripts/flow DESIGN_CONFIG=/design/flow/config.mk WORK_HOME=/design/flow/orfs finish
</file>
<file path="./config.mk">
export PLATFORM = sky130hd
export DESIGN_NAME = delay_module
export DESIGN_NICKNAME = delay_module
export VERILOG_FILES = /design/flow/design.v
export SDC_FILE = /design/flow/constraint.sdc
export NUM_CORES = 4
export LEC_CHECK = 1
export CORE_AREA = 10 10 78 78
export DIE_AREA = 0 0 88 88
</file>
<file path="./constraint.sdc">
current_design delay_module

set clk_period 1.2
set clk_io_pct 0.2

create_clock -name clk0 -period $clk_period [get_ports {clk}]

set non_clock_inputs [all_inputs -no_clocks]
set_input_delay [expr $clk_period * $clk_io_pct] -clock clk0 $non_clock_inputs
set_output_delay [expr $clk_period * $clk_io_pct] -clock clk0 [all_outputs]
</file>
<file path="./design.v">
`timescale 1ns / 1ps
module delay_module 
#(
    parameter N=5,
    parameter DELAY=5
)(
    input [N-1:0]idata,
    input clk,
    input ce,
    output [N-1:0]odata
);
wire [N-1:0] tdata [DELAY:0];
     assign tdata [0] = idata;
genvar i;
generate
    if (DELAY < 0)
    begin
    assign idata = -1;
    end if(DELAY==0)
    begin
    assign odata = idata;
    end else
    begin
    for(i=0; i<DELAY; i=i+1)
    begin
    delay_one 
    #(
        .N(N)
    )only_delay
    (
        .clk(clk),
        .ce(ce),
        .d(tdata[i]),
        .q(tdata[i+1])
    );
    end
    assign odata = tdata[DELAY];
    end
endgenerate
endmodule
`timescale 1ns / 1ps
module delay_one 
#(
    parameter N = 5
)(
    input clk,
    input ce,
    input [N-1:0] d,
    output [N-1:0] q
);
reg [N-1:0] val = 0;
always @ (posedge clk)
begin
    if(ce) 
        begin
        val = d;
        end
    else val <= val;
end
assign q = val;
endmodule
</file>
==> results.yml <==
# physical design summary
die:
  die_area_mm2: 0.00774
  ios: 12
  fp.dieW_um: 88
  core-area_mm2: 0.00441
  rows: 24
  initial_utilization_pct: 17.0
  fp.dieH_um: 88
sta:
  hold_viol: 0
  max_clock_freq_mhz: 893
  tightest_slew_ps: 139
  slew_viol_final: 0
  min_period_ps: 1120
  fin_crit_sh_pct: 93.3
  setup_viol: 0
  max_slew_margin_pct: 90.7
  rsz0062_at_grt: "no"
  clock_skew_ps: 4.76
pwr:
  powerDensity_mw_per_mm2: 1570
  p_leak_nw: 0.330
  vdd_drop_max_uv: 885
setup_path:
  slowest_stage: "edfxtp_1"
  crit_type: "reg2out"
  start_kind: "register"
  critical_path.max_fanout: 1
  cp_top_family: "flip-flops"
  cpPeakStageDelay_ps: 370
  end_kind: "output port"
  arrival_ps: 880
  required_ps: 960
  path_buffers: 1
  critical_path.cell_chain: "dlygate4sd2_1"
synthesis:
  ys_cells: 25
  synthesis.area_um2: 751
  ys_warn_count: 2
  syn-mean-instance-area_um2: 30.0
  yosys.area.top_type_share_pct: 100
  synth_cell_types: 1
  synth_flop_count: 25
  synth.area.top_cells: "edfxtp_1 (100%)"
  yosysTopAreaCell: "edfxtp_1"
  synth_chip_area_um2: 751
  synth_cells: 25
  synth_seq_share_pct: 100
finish:
  layout_top_cell: "edfxtp_1"
  top_register: "genblk2.genblk1.only_delay.val"
  logic_gates: 0
  largest_register_ffs: 25
  logic_area_um2: 0
  final_cell_area_um2: 996
  reg_top3: "genblk2.genblk1.only_delay.val (25)"
  area_delta_synth_final_pct: 32.7
  fill_cells: 441
  lay_top_cells: "edfxtp_1 (25), clkdlybuf4s50_1 (6), dlygate4sd2_1 (5)"
  fin_cells: 94
  final_layout_size_suffix_gt1_share_pct: 14.3
status:
  status: "complete, no violations"
detailed_routing:
  ant_nets: 0
  via_count: 270
  wl_um: 718
  detail_route.wl_per_cell_um: 7.64
  drt-pass1-iter-count: 2
  drc: 0
  insertedDiodeCount: 0
  routed_via_density: 2.87
  drt_iter0_markers: 37
cts:
  cts_sinks: 25
  cts_tree: "built"
  cts_max_level: 1
  hold_buffers: 0
  clock_latency_ps: 260
  clock-root-buffer: "clkbuf_8"
  cts_buffers: 3
  path_clk_slew_ps: 80
  cts_max_path_buffers: 2
global_routing:
  grt_pass1_wl_um: 1170
  antenna_found_initial: 0
  grt-ovfl-total: 0
  grtUsageTotal_pct: 1.94
  grt_start_max_net_pins: 23
  grt_pass1_vias: 265
min_path:
  min_path_type: "reg2reg"
placement:
  placedCellCount: 90
  port_buffers: 11
  routabilityCongestion: 0.610
  placed_area_um2: 953
flow_run:
  drv_cap: 0
  tool_warnings: 25
==> worst paths after layout <==
path	from	slack (ps)	endpoint	cells past startpoint
setup reg to reg	genblk2.genblk1[2].only_delay.val[3]	580	genblk2.genblk1[3].only_delay.val[3]	0
setup / recovery	genblk2.genblk1[4].only_delay.val[2]	80	odata[2]	1
hold reg to reg	genblk2.genblk1[1].only_delay.val[4]	420	genblk2.genblk1[2].only_delay.val[4]	0
hold / removal	genblk2.genblk1[1].only_delay.val[4]	420	genblk2.genblk1[2].only_delay.val[4]	0
==> cell families after synthesis <==
group	share of synthesized area, %
flops	100
==> metal layers <==
layer	vias up	GRT usage [%]	part of all wire, %
met5	-	0	0
met4	0	0.145	0
met1	122	2.38	46
met3	0	1.96	20
li1	133	-	-
met2	15	2.45	34
==> through the flow <==
step / total power (W) / hold WS, ps / util (%) / worst slack (ps) / TNS (ps)
finish: 0.00157 / 418 / 22.6 / 80.2 / 0
global route: 0.00164 / 420 / 22.6 / 21.7 / 0
CTS: 0.00159 / 415 / 22.6 / 60.2 / 0
detailed placement: 0.00112 / 405 / 21.6 / -62.8 / -1390
global placement: 0.00111 / 400 / 21.6 / -43.8 / -957
floorplan: 0.00105 / 339 / - / 611 / 0
==> synth_stat cells <==
| library cell | instances |
|---|---|
| edfxtp_1 | 25 |
==> final cells by class <==
type | instances | area, µm² | area share (%)
clock buffers | 3 | 41.3 | 4.15
clock inverters | 1 | 7.51 | 0.754
flip-flops and latches | 25 | 751 | 75.4
well taps | 52 | 65.1 | 6.53
repair buffers | 13 | 131 | 13.2
==> power breakdown <==
group	leakage [nW]	switching, W	total [W]	internal (W)
logic	0.0640	0.0000189	0.0000524	0.0000335
registers	0.245	0.0000103	0.00103	0.00102
clock network	0.0217	0.000244	0.000479	0.000235
==> repair_timing <==
item	CTS	global route
resized	5	0
endpoints found under the hold margin	0	0
setup buffers	0	0
setup endpoints to repair	5	0
Power is estimated from default activity; no workload was simulated.
