[/design/flow/config.mk]
export PLATFORM = sky130hd
export DESIGN_NAME = get_rect
export DESIGN_NICKNAME = get_rect
export VERILOG_FILES = /design/flow/design.v
export SDC_FILE = /design/flow/constraint.sdc
export NUM_CORES = 4
export LEC_CHECK = 1
export CORE_UTILIZATION = 40
[/design/flow/constraint.sdc]
current_design get_rect

set clk_period 5.5
set clk_io_pct 0.2

create_clock -name clk0 -period $clk_period [get_ports {clk}]

set non_clock_inputs [all_inputs -no_clocks]
set_input_delay [expr $clk_period * $clk_io_pct] -clock clk0 $non_clock_inputs
set_output_delay [expr $clk_period * $clk_io_pct] -clock clk0 [all_outputs]
[/design/flow/design.v]
`timescale 1ns / 1ps
module get_rect
#(
    parameter IMG_H = 720,
    parameter IMG_W = 1280
)
(
    input clk,
    input de,
    input hsync,
    input vsync,
    input mask,
    output [10:0]left,
    output [10:0]right,
    output [10:0]down,
    output [10:0]up    
);
    reg [10:0]x_pos = 11'b0;
    reg [10:0]y_pos = 11'b0;
    reg [10:0]left_max = 11'b11111111111;
    reg [10:0]right_max = 11'b0;
    reg [10:0]up_max = 11'b11111111111;
    reg [10:0]down_max = 11'b0;
    reg [10:0]result_left_max = 11'b1;
    reg [10:0]result_right_max = 11'b0;
    reg [10:0]result_up_max = 11'b1;
    reg [10:0]result_down_max = 11'b0;
    reg prev_vsync = 1'b1;
    wire eof;
    always @(posedge clk)
    begin
        if (eof == 1'b1)
        begin
            result_left_max <= left_max;
            result_right_max <= right_max;
            result_up_max <= up_max;
            result_down_max <= down_max;
            left_max <= 11'b11111111111;
            right_max <= 11'b0;
            up_max <= 11'b11111111111;
            down_max <= 11'b0;
        end
        prev_vsync <= vsync;
        if (vsync == 1'b1)
        begin
            x_pos <= 0;
            y_pos <= 0;
        end
        else
        begin
            if (de == 1'b1)
            begin
                if (mask == 1)
                begin
                    if (x_pos > right_max)
                    begin
                        right_max <= x_pos;
                    end
                    if (x_pos < left_max)
                    begin
                        left_max <= x_pos;
                    end
                    if (y_pos > down_max)
                    begin
                        down_max <= y_pos;
                    end
                    if (y_pos < up_max)
                    begin
                        up_max <= y_pos;
                    end
                end
                x_pos <= x_pos + 1;
                if (x_pos == (IMG_W - 1))
                begin
                    x_pos <= 11'b0;
                    y_pos <= y_pos + 1;
                    if (y_pos == (IMG_H - 1))
                    begin
                        y_pos <= 11'b0;
                    end
                end
            end
        end
    end
    assign eof = (prev_vsync == 1'b0 && vsync == 1'b1) ? 1'b1 : 1'b0;
    assign left = result_left_max;
    assign right = result_right_max;
    assign up = result_up_max;
    assign down = result_down_max;
endmodule
[/design/flow/run.sh]
#!/bin/bash
# OpenROAD 26Q1-2900-gdf79404cd8, Yosys 0.63+post, stock flow scripts
make -C /OpenROAD-flow-scripts/flow DESIGN_CONFIG=/design/flow/config.mk WORK_HOME=/design/flow/orfs finish
==> impl_metrics.tcl <==
# flow metrics
set metrics [dict create \
    status "completed" \
    tightestPinTransition_ps 650 \
    final-hold-violation-count 0 \
    seq_power_share 0.528 \
    holdBufCountCts 0 \
    routed_wl_mm 9.63 \
    cts_buffer_depth 2 \
    via_count 3440 \
    relSlewSlack 0.567 \
    crit_fanout 17 \
    critPathCaptureType "register" \
    grt_max_degree 36 \
    edf_count 44 \
    pin_count 49 \
    p_sw_frac 0.203 \
    final_util 0.499 \
    num_antenna_cells 0 \
    route.detailed.drc 0 \
    grt_pass1_wl_mm 16.2 \
    cts.repair.resized 0 \
    synthCells 478 \
    dr.first_iter.drc_count 104 \
    postSynthSeqShare 0.523 \
    vdd_drop_max_uv 139 \
    fin_worst_skew_ps 6.15 \
    final.min_clock_period_ps 3250 \
    drive_gt1_frac 0.0708 \
    worstHoldPathType "register to register" \
    rsz0062_at_grt "no" \
    syn_to_final_growth_pct 19.8 \
    syn-cell-area_um2 5090 \
    ys_cells 478 \
    startpoint_type "input pin" \
    path_clk_slew_ps 70 \
    crit_required_ps 5730 \
    post_cts_buffers 0 \
    drt-pass1-iter-count 4 \
    finalSetupViolCount 0 \
    aoi_share 0.0686 \
    clk_latency_ps 340 \
    rr_worst_depth 7 \
    yosys.area_share.adder 0.108 \
    power.density_nw_per_um2 285 \
    placed_cell_area_um2 5760 \
    ys_sh_xor 0.0258 \
    fp_util 0.417 \
    simple_gate_area_frac 0.145 \
    yosysTopAreaCell "dfxtp_1" \
    intPower_w 0.00138 \
    core-area_um2 12200 \
    crit_type "input pin to register" \
    antenna_found_initial 0 \
    gp_congestion 0.827 \
    layout_worst_path_cycle_share 0.590 \
    top_cells_by_count "67 x dfxtp_1, 60 x inv_1, 44 x edfxtp_1, 44 x ha_1, 37 x nand2_1" \
    stdcell_area_um2 6100 \
    p_sw_w 0.000352 \
    cts-root-buf "clkbuf_16" \
    yosysWarnings 1 \
    comb_area_um2 2130 \
    most_common_cell "dfxtp_1" \
    die_h_um 115 \
    cts_tree "done" \
    io_buffers 47 \
    dp.final_hpwl_mm 6.84 \
    synthFlopType "dfxtp_1" \
    synth_cell_type_count 44 \
    fmax_ghz 0.308 \
    via_per_inst 4.88 \
    avgSynthCellArea_um2 10.6 \
    maxSlewViolCount 0 \
    synthArstFlopShare 0 \
    finalPower_w 0.00174 \
    worst_hold_slack_ps 433 \
    h-tree-depth 3 \
    wl_per_cell_um 13.7 \
    warnings 26 \
    p_comb_frac 0.064 \
    r2r_slack_ps 3070 \
    ant_nets 0 \
    yosysChipArea_um2 5090 \
    p_leak_nw 2.44 \
    cp.arrival_ps 3480 \
    clkSinkCount 111 \
    rows 40 \
    fp.dieW_um 115 \
    top_logic_kind "simple AND/OR/NAND/NOR gates" \
    grt_pass1_vias 3314 \
    holdPathStages 0 \
    p_clk_frac 0.408 \
    ys_sh_mux 0.0703 \
    cts_made_buffers 9 \
    ys_ff 111 \
    globalRouteOverflowTotal 0 \
    cap_violations 0 \
    synth.area.top_cells "dfxtp_1 26%, edfxtp_1 26%, ha_1 11%, mux2i_1 6.3%, inv_1 4.4%" \
    seq_area_um2 2660 \
    fill_cells 1105 \
    setup_tns_ps 0 \
    netlist.area_leader.share 0.264 \
    chip_area_um2 13200 \
    grtUsageTotal 0.161 \
]
[power groups by stage]
stage / Clock (W) / Sequential (W) / Combinational (W)
4_1_cts: 0.000726 / 0.000916 / 0.000113
5_1_grt: 0.000759 / 0.000920 / 0.000128
6_report: 0.000708 / 0.000916 / 0.000112
[routing by layer]
metal	up-vias	routed length, µm	global-route usage
met5	-	0	0
met4	0	124	0.0190
met3	10	348	0.0295
met2	53	4030	0.233
met1	1604	5120	0.274
li1	1773	-	-
[cell families after synthesis]
kind of cell / count (synthesis)
xor gates and xnor gates: 15
and+or+nand+nor: 142
AOI/OAI and AO/OA: 58
DFF: 111
adders and majority gates: 44
muxes: 35
buffers and inverters: 73
[cell type report]
class,instances,share of cell area
tap,168,0.0345
clock inverter,1,0.00493
clock buffer,15,0.0507
sequential,111,0.437
timing repair buffer,55,0.0870
multi-input combinational,294,0.349
inverter,61,0.0376
[sequential cells by signal, indices dropped and copies added, names as in the netlist]
| name | flops |
|---|---|
| up_max | 11 |
| result_up_max | 11 |
| result_right_max | 11 |
| x_pos | 11 |
| y_pos | 11 |
| left_max | 11 |
| down_max | 11 |
| result_left_max | 11 |
| right_max | 11 |
| prev_vsync | 1 |
| result_down_max | 11 |
[final timing paths]
check	from	to
max	vsync	right_max[7]
min	left_max[7]	result_left_max[7]
max reg2reg	x_pos[4]	right_max[7]
min reg2reg	left_max[7]	result_left_max[7]
[worst max-delay path: stages]
cell             delay (ps)
clkdlybuf4s50_1         740
and3b_2                 460
nand3_1                  90
a21oi_1                 520
buf_4                   270
mux2_4                  300
[stage by stage]
step                      cells  setup slack (ps)
final                       705              2250
after global routing        705              2210
after CTS                   705              2270
after detailed placement    689              1910
after global placement      689              1940
after floorplan             478              2380
[layout by cell type, fill, tap and decap left out, types with 9 or more instances in the layout]
cell type / netlist / final
inv_1: 60 / 60
clkdlybuf4s50_1: 0 / 47
dfxtp_1: 67 / 67
nand4_1: 12 / 12
ha_1: 44 / 44
mux2i_1: 32 / 32
nor2_1: 36 / 36
clkbuf_16: 0 / 10
edfxtp_1: 44 / 44
a21oi_1: 34 / 34
o21ai_0: 9 / 9
nor3_1: 22 / 22
nand2_1: 37 / 37
xnor2_1: 15 / 15
