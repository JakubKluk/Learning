File: ./design.v
`timescale 1ns / 1ps
module vis_centroid
#(
    parameter IMG_H = 720,
    parameter IMG_W = 1280
)
(
    input clk,
    input de,
    input hsync,
    input vsync,
    input [10:0]x,
    input [10:0]y,
    input [23:0]pixel_in,
    output [23:0]pixel_out
);
    reg [10:0]x_pos = 11'b0;
    reg [10:0]y_pos = 11'b0;
    reg [23:0]pixel;
    always @(posedge clk)
    begin
        if (vsync == 1'b1)
        begin
            x_pos <= 0;
            y_pos <= 0;
        end
        else
        begin
            if (de == 1'b1)
            begin
                x_pos <= x_pos + 1;
                if (x_pos == (IMG_W - 1))
                begin
                    x_pos <= 11'b0;
                    y_pos <= y_pos + 1;
                    if (y_pos == (IMG_H - 1))
                    begin
                        y_pos <= 11'b0;
                    end
                end
            end
        end
    end
assign pixel_out[15:8] = (x_pos == x || y_pos == y) ? 8'b0 : pixel_in[15:8];
assign pixel_out[23:16] = (x_pos == x || y_pos == y) ? 8'b11111111 : pixel_in[23:16];
assign pixel_out[7:0] = (x_pos == x || y_pos == y) ? 8'b0 : pixel_in[7:0];
endmodule
File: ./run.sh
#!/bin/bash
# OpenROAD 26Q1-2900-gdf79404cd8, Yosys 0.63+post, stock flow scripts
make -C /OpenROAD-flow-scripts/flow DESIGN_CONFIG=/design/flow/config.mk WORK_HOME=/design/flow/orfs finish
File: ./config.mk
export PLATFORM = sky130hd
export DESIGN_NAME = vis_centroid
export DESIGN_NICKNAME = vis_centroid
export VERILOG_FILES = /design/flow/design.v
export SDC_FILE = /design/flow/constraint.sdc
export NUM_CORES = 4
export LEC_CHECK = 1
export CORE_AREA = 10 10 108 108
export DIE_AREA = 0 0 118 118
File: ./constraint.sdc
current_design vis_centroid

set clk_period 3.7
set clk_io_pct 0.2

create_clock -name clk0 -period $clk_period [get_ports {clk}]

set non_clock_inputs [all_inputs -no_clocks]
set_input_delay [expr $clk_period * $clk_io_pct] -clock clk0 $non_clock_inputs
set_output_delay [expr $clk_period * $clk_io_pct] -clock clk0 [all_outputs]
==> deck_impl_summary.md <==
Synthesis and Place & Route Summary

Outcome
  – Status: finished, final reports clean

Routing
  – Ant diodes: 0
  – Drt drc: 0
  – Final wirelength: 4900 µm
  – ANT nets after route: 0
  – Routed len/inst: 12.7 µm
  – First-pass DRT Iterations: 4
  – DRT iter0 DRCs: 80
  – Avg Vias per Cell: between 4 and 5
  – Vias: around 1.7k

STA
  – Worst hold-check slack: approximately 0.52 ns
  – Period minus WS final: around 3.3 ns
  – Setup TNS: 0 ns
  – Skew final: 0.00391 ns
  – Final hold viol count: 0
  – Slew @ Worst Pin: ~0.52 ns
  – Rel. slew slack: 65.0%
  – Max-slew violation count: 0
  – Setup-failing EPs final: 0
  – Max frequency: 302 MHz
  – RSZ-0062 raised after global routing: no
  – Period utilisation layout: between 80% and 90%

Finish
  – Final non-filler cell total: 387
  – Syn-to-layout area delta: 59.2%
  – Share of layout cells above drive strength 1: 3.88%
  – Final Util: 26.7%

Power and ir drop
  – Clock share of power: 39.3%
  – Sw Ratio: 19.3%
  – Combinational power share: between 10% and 20%
  – Leak: 0.795 nW
  – Psw: 112 µW
  – Power density over cell area: 234 nW/µm²
  – Sequential Power Share: 41.5%
  – Cell Int Power: approximately 470 µW
  – Final Power: a little under 600 µW
  – Max IR drop VDD: 0.127 mV

Synthesis
  – Post-Syn Area: roughly 1600 µm²
  – Top post-synthesis cells by area: dfxtp_1 (28%), xnor2_1 (14%), nor3b_1 (7.7%)
  – Synthesized instance count: 193
  – YS chip area: 1560 µm²
  – Synthesized flop and latch total: 22
  – Unique masters post-synth: 34
  – Synth warn: 1
  – Dominant cell area share: 28.3%
  – Mean Syn Cell Area: 8.06 µm²
  – Ys cells: 193
  – Register share after synthesis: 28.3%
  – Post-synth top area cell: dfxtp_1

Job
  – Log Warnings: 26
  – MaxCap Viol Count: 0

Floorplanning
  – Die Area: 13900 µm²
  – # IOs: around 74
  – Row count: 35
  – Chip height: 118 µm
  – Fp util: about 17%
  – Die Width: 118 µm
  – Placeable core region: approximately 9300 µm²

Setup path
  – Crit path from: x[8]
  – Worst r2r src: x_pos[0]
  – Worst r2r dst: y_pos[5]
  – Register-to-Register Path Depth: 5
  – Worst setup EP type: output pin
  – Crit path max fanout: 24
  – Reg-to-reg slack, setup: 1.73 ns
  – Critical Path AT: 2.57 ns
  – Critical Path RT: 2.96 ns
  – CP Launch Type: primary input
  – Setup crit end: pixel_out[17]
  – CP Class: in -> out

Clock network
  – CTS clock-pin slew for the worst setup and hold paths: roughly 0.08 ns
  – Clk latency late pin: 0.26 ns
  – Clock buffer depth: 2
  – CTS tree: done
  – CTS root buf: clkbuf_8
  – H-Tree Depth: 1
  – Cts repair resizes: 0
  – CTS Buf Count: 3
  – Post-CTS setup buffers: 0
  – # clock sinks: 22
  – # hold bufs at CTS: 0

Placement
  – Gpl congestion: 0.833
  – Post-detail-place hpwl: 3890 µm
  – Placed cells: ~380
  – I/O Buffers: 72

Global route
  – Largest net degree at the start of global routing: 25
  – GRT overflow: 0
  – Antenna violations before repair: 0
  – First-pass GRT wire length: 7970 µm
  – GR Util All Layers: 6.60%
  – Vias in the first global route: about 1.5k

Min path
  – Hold/Removal Path Class: reg -> reg
[worst max-delay path, stage by stage]
cell             delay (ns)
clkdlybuf4s50_1        0.49
xnor2_1                0.15
nand4_1                0.14
nor3_2                 0.18
buf_4                  0.26
or3_1                  0.14
clkdlybuf4s50_1        0.46
[per-layer routing]
metal / part of all wire, % / global-route usage, %
met5: 0 / 0
met4: 1.3 / 0.927
met3: 7.2 / 1.75
met2: 38 / 9.23
met1: 53 / 10.0
[synth_stat cells]
cell type	instances
a211oi_1	1
a21oi_1	12
a311oi_1	1
a31oi_1	2
a41oi_1	1
and2_1	2
and3_1	5
and4_1	4
and4bb_1	1
buf_2	7
buf_4	1
clkbuf_1	6
dfxtp_1	22
ha_1	2
inv_1	5
mux2i_1	1
nand2_1	8
nand2b_1	5
nand3_1	10
nand3_4	1
nand3b_1	2
nand4_1	10
nor2_1	7
nor2b_1	3
nor3_1	7
nor3b_1	16
nor4b_1	1
o21ai_0	5
o32ai_1	3
or3_1	10
or4_1	2
or4b_1	1
xnor2_1	25
xor2_1	4
[layout make-up]
class                   count  area [µm²]
flip-flops and latches     22         440
repair buffers             75         743
well taps                 129         161
clock buffers               3        41.3
multi-input cells         152        1040
clock inverters             1        30.0
inverters                   5        18.8
fillers                   993        6810
[placed cells by master, fill, tap and decap left out, drive strengths merged]
cell type	count
buf	3
or4	2
nor2	7
a21oi	12
and2	2
or4b	1
a31oi	2
o32ai	3
and4	4
o21ai	5
mux2i	1
a41oi	1
dfxtp	22
ha	2
nand3	11
clkbuf	3
nor3	7
xor2	4
clkdlybuf4s50	72
nor2b	3
nand2	8
nand3b	2
nand4	10
bufinv	1
xnor2	25
inv	5
and4bb	1
nor3b	16
or3	10
a311oi	1
and3	5
a211oi	1
nand2b	5
nor4b	1
[flip-flops by register name, indices dropped and copies added, names as in the netlist]
register  count
x_pos        11
y_pos        11
[power groups by stage]
stage / clock network, mW / registers, mW / logic (mW)
6_report: 0.228 / 0.240 / 0.111
5_1_grt: 0.239 / 0.241 / 0.121
4_1_cts: 0.233 / 0.240 / 0.113
[per-stage QoR]
step	instance area, µm²	setup WS, ns
after floorplan	1560	1.30
after CTS	2480	0.361
after detailed placement	2410	0.361
after global placement	2410	0.357
after global routing	2480	0.230
final	2480	0.386
[worst min-delay path by stage]
stage	from	end	slack (ns)	depth (start not counted)
4_1_cts	y_pos[10]	y_pos[10]	0.52	2
5_1_grt	x_pos[1]	x_pos[1]	0.55	2
6_report	y_pos[10]	y_pos[10]	0.52	2
[cell families (layout without fill, tap and decap cells)]
kind of cell,Yosys count,after routing,share of synthesized area [%]
simple gates,95,95,38.2
xor+xnor,29,29,16.3
compound gates,25,25,9.57
buf+inv,19,84,5.39
mux,1,1,0.643
flops,22,22,28.3
fa+ha+maj,2,2,1.61
Power and IR drop assume default switching activity.
